==> /design/flow/design.v <==
`timescale 1ns / 1ps
module video_counters(
		input clk,
		output reg video_vsync = 1,
		output reg video_hsync = 1,
		output video_on,
		output reg [10:1] hpos = 0,
		output reg [9:1] vpos = 0);
	integer hcnt = 0, vcnt = 0;
	reg video_von = 0, video_hon = 0;
	assign video_on = video_von & video_hon;
	always @(posedge video_hsync) begin
		vcnt <= vcnt + 1;
		vpos <= video_von?vpos + 1: 0;
		case (vcnt)
		2: video_vsync = 1;
		31: video_von = 1;
		511: video_von = 0;
		521: begin vcnt <=0; video_vsync = 0; end
		endcase
	end
	always @(posedge clk) begin
		if (!video_hon) hcnt <= hcnt - 1;
		else hpos <= hpos + 1;
		if (hpos == 639) video_hon <= 0;
		if (hpos == 640) begin
			if (!hcnt) begin
				hcnt <= 96;
				video_hsync <= 0;
				hpos <= 0;
			end
		end else if (!hcnt) begin
			if (!video_hsync) begin
				video_hsync <= 1;
				hcnt <= 48;
			end else if (!video_hon) begin
				video_hon <= 1;
				hcnt <= 16;
			end
		end
	end
endmodule
==> /design/flow/run.sh <==
#!/bin/bash
# OpenROAD 26Q1-2900-gdf79404cd8, Yosys 0.63+post, stock flow scripts
make -C /OpenROAD-flow-scripts/flow DESIGN_CONFIG=/design/flow/config.mk WORK_HOME=/design/flow/orfs finish
==> /design/flow/config.mk <==
export PLATFORM = sky130hd
export DESIGN_NAME = video_counters
export DESIGN_NICKNAME = video_counters
export VERILOG_FILES = /design/flow/design.v
export SDC_FILE = /design/flow/constraint.sdc
export NUM_CORES = 4
export LEC_CHECK = 1
export CORE_UTILIZATION = 50
==> /design/flow/constraint.sdc <==
current_design video_counters

set clk_period 5.5
set clk_io_pct 0.2

create_clock -name clk0 -period $clk_period [get_ports {clk}]

set non_clock_inputs [all_inputs -no_clocks]
set_input_delay [expr $clk_period * $clk_io_pct] -clock clk0 $non_clock_inputs
set_output_delay [expr $clk_period * $clk_io_pct] -clock clk0 [all_outputs]
==> node_exporter_impl.prom <==
# HELP chip_impl_metric Yosys and OpenROAD flow results
# TYPE chip_impl_metric gauge
chip_impl_info{name="outcome",value="finished clean"} 1
chip_impl_metric{name="area.combinational",unit="um2"} 2030
chip_impl_info{name="netlist.top_cell.by_area",value="sky130_fd_sc_hd__dfxtp_1"} 1
chip_impl_metric{name="crit_buf_inv",unit=""} 1
chip_impl_metric{name="initial_antenna_violation_count",unit=""} 0
chip_impl_info{name="layout_top_cells",value="sky130_fd_sc_hd__dfxtp_1 (84), sky130_fd_sc_hd__xnor2_1 (38), sky130_fd_sc_hd__nor2_1 (28)"} 1
chip_impl_metric{name="worst_ep_arrival_time",unit="ns"} 1.63
chip_impl_metric{name="drt-pass1-iter-count",unit=""} 4
chip_impl_metric{name="grt_first_pass_wirelength",unit="um"} 12000
chip_impl_metric{name="synth.avg_cell_area",unit="um2"} 9.25
chip_impl_metric{name="remaining_drc_errors",unit=""} 0
chip_impl_metric{name="finalSetupViolCount",unit=""} 0
chip_impl_info{name="setup_repair_after_global_routing_missed_its_margin",value="false"} 1
chip_impl_info{name="layout.cells.most_common",value="sky130_fd_sc_hd__dfxtp_1"} 1
chip_impl_metric{name="design.die.area",unit="um2"} 8180
chip_impl_metric{name="routabilityCongestion",unit=""} 0.815
chip_impl_metric{name="globalRouteOverflowTotal",unit=""} 0
chip_impl_metric{name="core_area",unit="um2"} 7410
chip_impl_metric{name="number_of_h_tree_levels",unit=""} 2
chip_impl_info{name="crit-reg2reg-capture",value="hcnt[17]"} 1
chip_impl_info{name="type_of_the_worst_min_delay_path",value="flop to flop"} 1
chip_impl_metric{name="p_per_area",unit="nW/um2"} 122
chip_impl_metric{name="log.warning_count",unit=""} 29
chip_impl_metric{name="vias_per_cell",unit=""} 5.43
chip_impl_metric{name="routed-via-count",unit=""} 2935
chip_impl_metric{name="critical_path.max_stage_delay",unit="ns"} 0.67
chip_impl_metric{name="hold_ws",unit="ns"} 0.463
chip_impl_metric{name="tightestPinTransition",unit="ns"} 0.940
chip_impl_metric{name="ioPinCount",unit=""} 23
chip_impl_metric{name="layout_fillers",unit=""} 640
chip_impl_metric{name="cts.reportedPaths.clkPinSlew",unit="ns"} 0.07
chip_impl_metric{name="register_cell_area_after_layout",unit="um2"} 1770
chip_impl_metric{name="holdPathStages",unit=""} 2
chip_impl_metric{name="worstRegToRegCells",unit=""} 4
chip_impl_metric{name="die_extent_in_x",unit="um"} 90.4
chip_impl_metric{name="syn-instance-count",unit=""} 423
chip_impl_metric{name="syn2layout_area_growth",unit="%"} 10.1
chip_impl_metric{name="seqPwrFrac",unit=""} 0.610
chip_impl_info{name="hp-start",value="hcnt[1]"} 1
chip_impl_metric{name="vias_in_the_first_global_route",unit=""} 2623
chip_impl_info{name="critical_path.top_delay_family",value="flip-flops"} 1
chip_impl_metric{name="unclocked_pins",unit=""} 43
chip_impl_info{name="timing.critical_path.cells",value="and2_1 > clkdlybuf4s50_1"} 1
chip_impl_metric{name="fmax",unit="MHz"} 366
chip_impl_metric{name="fp.dieH",unit="um"} 90.4
chip_impl_metric{name="yosysSeqAreaShare",unit=""} 0.453
chip_impl_metric{name="port_buffers",unit=""} 22
chip_impl_metric{name="synth.yosys.num_cells",unit=""} 423
chip_impl_metric{name="wirelength",unit="um"} 6840
chip_impl_metric{name="netlist-cell-type-count",unit=""} 42
chip_impl_metric{name="final-max-slew-violation-count",unit=""} 0
chip_impl_metric{name="initial_core_util",unit=""} 0.528
chip_impl_metric{name="cellLeakagePower",unit="uW"} 0.00162
chip_impl_metric{name="clk_latency",unit="ns"} 0.29
chip_impl_metric{name="postSynthRegisterBits",unit=""} 87
chip_impl_metric{name="fp-row-count",unit=""} 31
chip_impl_metric{name="drt_first_iter_violations",unit=""} 71
chip_impl_metric{name="net-switching-power",unit="uW"} 102
chip_impl_metric{name="max-vdd-ir-drop",unit="mV"} 0.151
chip_impl_info{name="criticalPathCategory",value="flop to output port"} 1
chip_impl_info{name="top_usage_layer",value="met1"} 1
chip_impl_metric{name="cap_viol_max_count",unit=""} 0
chip_impl_info{name="launch_instance_of_the_worst_register_to_register_path",value="video_hon"} 1
chip_impl_info{name="largest_cells_by_area",value="sky130_fd_sc_hd__dfxtp_1 (43%), sky130_fd_sc_hd__xnor2_1 (8.5%), sky130_fd_sc_hd__or4_1 (3.6%), sky130_fd_sc_hd__nor4_1 (3.5%), sky130_fd_sc_hd__nand3_1 (2.8%)"} 1
chip_impl_info{name="root_buffer",value="sky130_fd_sc_hd__clkbuf_8"} 1
chip_impl_metric{name="fin_crit_sh",unit=""} 0.497
chip_impl_metric{name="timing.setup.tns",unit="ns"} 0
chip_impl_metric{name="internal_power",unit="uW"} 422
chip_impl_metric{name="power.share.clock",unit=""} 0.390
chip_impl_metric{name="finClkSkew",unit="ns"} 0.00545
chip_impl_metric{name="worst-path-max-fanout",unit=""} 16
chip_impl_info{name="crit_start",value="video_hon"} 1
chip_impl_info{name="endpoint_kind",value="output port"} 1
chip_impl_metric{name="gr-usage-met1",unit=""} 0.291
chip_impl_metric{name="grt_use_met2",unit=""} 0.279
chip_impl_metric{name="switching_share",unit=""} 0.194
chip_impl_metric{name="drtAntennaViolNets",unit=""} 0
chip_impl_metric{name="diodes",unit=""} 0
chip_impl_info{name="worst_hold_path.endpoint",value="hcnt[1]"} 1
chip_impl_metric{name="power.combinational.fraction",unit=""} 0
chip_impl_metric{name="post-synth-top-area-fraction",unit=""} 0.430
chip_impl_metric{name="yosys.stat.chipArea",unit="um2"} 3910
chip_impl_metric{name="number_of_buffers_inserted_during_clock_tree_synthesis",unit=""} 5
chip_impl_metric{name="area_of_the_mapped_netlist",unit="um2"} 3910
chip_impl_metric{name="post_cts.repair.setup_buffers",unit=""} 0
chip_impl_metric{name="final_layout_size_suffix_gt1_frac",unit=""} 0.0475
chip_impl_info{name="critPathLaunchType",value="flop"} 1
chip_impl_metric{name="min_period",unit="ns"} 2.73
chip_impl_metric{name="holdBufCountCts",unit=""} 0
chip_impl_metric{name="post_drt_wl_per_cell",unit="um"} 12.6
chip_impl_metric{name="synth-warning-count",unit=""} 1
chip_impl_metric{name="clock_path_buffers",unit=""} 2
chip_impl_info{name="cts_tree",value="yes"} 1
chip_impl_metric{name="count_of_endpoints_without_a_timing_constraint",unit=""} 55
chip_impl_metric{name="gr-usage-all-layers",unit=""} 0.178
chip_impl_metric{name="r2r_setup_slack",unit="ns"} 2.92
chip_impl_metric{name="post_cts_resize_count",unit=""} 0
chip_impl_metric{name="timing.critical_path.required",unit="ns"} 4.40
chip_impl_metric{name="globalRouteMet3Util",unit=""} 0.0179
chip_impl_metric{name="grt_start_max_net_pins",unit=""} 48
chip_impl_metric{name="timing.final.hold_violations",unit=""} 0
chip_impl_info{name="cpMaxStageDelayCell",value="sky130_fd_sc_hd__dfxtp_1"} 1
chip_impl_metric{name="slew_headroom",unit=""} 0.368
chip_impl_metric{name="dp_hpwl",unit="um"} 4930
through the flow:
step           worst slack, ns  cells  cell area, um2   util  power, uW
5_1_grt                   2.67    541            4310  0.581        541
3_3_place_gp              2.95    533            4220  0.569        327
6_report                  2.77    541            4310  0.581        523
4_1_cts                   2.74    541            4310  0.581        530
2_1_floorplan             3.33    423            3910      -        327
3_5_place_dp              2.92    533            4220  0.569        327
flip-flops by register name, indices dropped and copies added (netlist names):
signal       cells
hcnt            32
video_hsync      1
hpos            10
vpos             9
vcnt            32
video_hon        1
video_vsync      1
video_von        1
final cells by class:
class | instances | area share
clock buffers | 8 | 0.0209
inverters | 11 | 0.00959
multi-input cells | 310 | 0.471
flip-flops and latches | 87 | 0.412
well taps | 99 | 0.0288
repair buffers | 26 | 0.0581
cell usage after synthesis (all sizes together):
cell     count
dfxtp       84
nor4        23
nor2b        3
a2111oi      1
nand4b       1
xnor2       38
nand4       17
mux2         5
o2bb2ai      2
and4         4
nor3b        1
ha           8
or4b         1
clkbuf       9
o31ai       11
a21oi       15
or3         14
xor2        11
and2         9
nand2       25
and3b        1
and3         7
o41ai        2
nand3       22
or4         19
a21boi       3
a211oi       3
nand2b       1
inv         11
a2bb2oi      1
or3b         1
or2          4
buf          6
nor4b        2
edfxtp       3
mux2i        2
o21ai       15
nor2        28
nor3        10
power groups by stage:
stage / sequential [uW] / clock (uW) / combinational [uW]
after CTS: 319 / 211 / 0.000861
final: 319 / 204 / 0.000861
after global routing: 319 / 222 / 0.000861
worst min-delay path, stage by stage, from the launching register on:
cell and delay, ns:
sky130_fd_sc_hd__dfxtp_1 0.32, sky130_fd_sc_hd__nand2_1 0.05, sky130_fd_sc_hd__o2bb2ai_1 0.05
worst max path at each step:
stage,to,cells past startpoint
CTS,video_on,2
global route,video_on,2
finish,video_on,2
layer usage:
metal | up-vias | share of wire
li1 | 1573 | -
met1 | 1327 | 0.52
met2 | 30 | 0.45
met3 | 5 | 0.023
met4 | 0 | 0.0098
met5 | - | 0
cell families after synthesis:
logic type               synth area share
flip-flops                          0.453
AND/OR/NAND/NOR                     0.279
adder cells (fa/ha/maj)            0.0256
XOR/XNOR                            0.110
buffers and inverters              0.0285
AND-OR/OR-AND                      0.0845
multiplexers                       0.0195
Power is estimated from default activity; no workload was simulated.
